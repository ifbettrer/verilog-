===== design/flow/run.sh =====
#!/bin/bash
# OpenROAD 26Q1-2900-gdf79404cd8, Yosys 0.63+post, stock flow scripts
make -C /OpenROAD-flow-scripts/flow DESIGN_CONFIG=/design/flow/config.mk WORK_HOME=/design/flow/orfs finish

===== design/flow/config.mk =====
export PLATFORM = sky130hd
export DESIGN_NAME = decoder10
export DESIGN_NICKNAME = decoder10
export VERILOG_FILES = /design/flow/design.v
export SDC_FILE = /design/flow/constraint.sdc
export NUM_CORES = 4
export LEC_CHECK = 1
export CORE_AREA = 10 10 70 70
export DIE_AREA = 0 0 80 80

===== design/flow/constraint.sdc =====
current_design decoder10

set clk_period 1.4
set clk_io_pct 0.2

create_clock -name clk0 -period $clk_period

set non_clock_inputs [all_inputs -no_clocks]
set_input_delay [expr $clk_period * $clk_io_pct] -clock clk0 $non_clock_inputs
set_output_delay [expr $clk_period * $clk_io_pct] -clock clk0 [all_outputs]

===== design/flow/design.v =====
`timescale 1ns / 1ps
module decoder10(
    input WD,
    input [3:0]A,
    output [9:0]Y
    );
    assign Y[0] = ~WD&~A[3]&~A[2]&~A[1]&~A[0];
    assign Y[1] = ~WD&~A[3]&~A[2]&~A[1]&A[0];
    assign Y[2] = ~WD&~A[3]&~A[2]&A[1]&~A[0];
    assign Y[3] = ~WD&~A[3]&~A[2]&A[1]&A[0];
    assign Y[4] = ~WD&~A[3]&A[2]&~A[1]&~A[0];
    assign Y[5] = ~WD&~A[3]&A[2]&~A[1]&A[0];
    assign Y[6] = ~WD&~A[3]&A[2]&A[1]&~A[0];
    assign Y[7] = ~WD&~A[3]&A[2]&A[1]&A[0];
    assign Y[8] = ~WD&A[3]&~A[2]&~A[1]&~A[0];
    assign Y[9] = ~WD&A[3]&~A[2]&~A[1]&A[0];
endmodule

==> results.tsv <==
metric	value	unit
status	finished with violations	
violated checks	negative setup slack	
initial antenna violation count	0	
IO Pins	15	
Synth Seq Share	0	
DP Worst Slack	-0.7077	ns
cts hold-fix bufs	0	
post-layout min period	1.410	ns
vias in the first global route	171	
Via density	2.138	
Die H	80	um
arrival time at the worst endpoint	1.13	ns
synthesis-to-finish area growth	219.3	%
Crit. End Element	output port	
die width	80	um
final slew viol count	0	
Yosys Instances	16	
core area	0.003416	mm2
Cell Area, Placed	311.5	um2
crit-path max FO	3	
floorplan utilization	0.03040	
TritonRoute pass-1 iters	2	
Avg Cell Area, Syn	6.491	um2
via count	171	
antenna viol nets, final	0	
YS chip area	103.8	um2
clock buffers	0	
Setup-failing EPs final	1	
grt total ovfl	0	
number of port buffers	15	
Total Power	0.05363	mW
Site Rows	21	
Post-route DRC	0	
Least-Margin Pin Slew	0.1710	ns
cycle use final	1.007	
Worst VDD drop	0.00001839	V
Util after Layout	0.09707	
Yosys cell types	7	
PD cells	161.8	mW/mm2
diode count	0	
All-Layer GR Usage	0.01662	
relative slew slack	0.8860	
RSZ-0062 raised after global routing	yes	
max_cap viols	0	
first-pass GRT wire length	862	um
Die ar.	0.006400	mm2
Log Warnings	34	
synthesized area	103.9	um2
layout cells sized above 1	0.8235	
Setup CP Type	in -> out	
Starting DRT DRC Count	2	
Startpoint Class	input pin	
setup ws final	-0.009681	ns
Hold Crit Class	in -> out	
largest net degree at the start of global routing	7	
Final Cell Area	331.6	um2
global placement routability congestion	0.7420	
wire per inst	7.638	um
setup TNS after final layout	-0.009681	ns
Fmax	709.4	MHz
Leak Pwr	0.1384	nW
Final Hold Fails	0	
Ys Warns	0	
Cells after Synth	16	
FFs & Latches	0	
worst endpoint required time	1.12	ns
Routed WL	611	um
FF+latch area	0	um2
## layout by cell type (no fill, tap or decap)
cell / synthesis / routed
or3b_4: 1 / 2
buf_6: 0 / 6
buf_2: 0 / 6
nor2_2: 0 / 5
nor2_4: 0 / 1
nand2b_4: 0 / 1
nand2_1: 1 / 1
or3_4: 1 / 1
clkdlybuf4s15_1: 0 / 1
nand2b_1: 2 / 1
dlygate4sd2_1: 0 / 2
nor3_2: 3 / 3
nor2_1: 7 / 1
clkbuf_2: 0 / 3
## path summary, 6_finish.rpt
check,cells past startpoint,start,slack (ns),endpoint
max,5,A[3],-0.01,Y[2]
min,3,A[2],0.86,Y[0]
## Yosys cell counts (all sizes together)
master	count	area share
nand2	1	0.036
or3b	2	0.19
nor2	7	0.25
nand2b	2	0.12
or3	1	0.11
nor3	3	0.29
## critical path: stages
cell and delay (ns):
buf_6 0.09, or3b_4 0.40, buf_6 0.13, nor3_2 0.10
buf_2 0.13
## final cells by class
class,count,area (um2)
Tap cell,46,57.56
Timing Repair Buffer,18,140.1
Fill cell,404,3084
Multi-Input combinational cell,16,133.9
## power breakdown
group | switching, mW | total [mW] | internal [mW]
registers | 0 | 0 | 0
logic | 0.0231 | 0.0536 | 0.0306
clock network | 0 | 0 | 0
## per-stage QoR
| stage | hold WS [ns] | cells |
|---|---|---|
| 6_report | 0.8560 | 80 |
| 5_1_grt | 0.8911 | 80 |
| 4_1_cts | 0.9338 | 80 |
| 3_5_place_dp | 1.634 | 77 |
| 3_3_place_gp | 1.625 | 77 |
| 2_1_floorplan | 0.5727 | 16 |
## per-layer routing
layer	vias up	track usage	routed length (um)
met1	69	0.01516	188
met4	0	0	0
met3	0	0.009091	108
li1	93	-	-
met5	-	0	0
met2	9	0.03291	314
## cell families (layout without fill, tap and decap cells)
family / after synthesis / after routing / synth area share
buffers and inverters: 0 / 18 / 0
and+or+nand+nor: 16 / 16 / 1.000
## repair_timing
item	4_1_cts	5_1_grt
buffers inserted	3	0
gates resized	47	13
pin swaps	10	7
setup endpoints to repair	10	8
No activity file was given, so power comes from the tool's default toggle rates.
